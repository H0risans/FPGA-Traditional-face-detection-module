<file path="/design/flow/config.mk">
export PLATFORM = sky130hd
export DESIGN_NAME = sort
export DESIGN_NICKNAME = sort
export VERILOG_FILES = /design/flow/design.v
export SDC_FILE = /design/flow/constraint.sdc
export NUM_CORES = 4
export LEC_CHECK = 1
export CORE_UTILIZATION = 40
</file>
<file path="/design/flow/constraint.sdc">
current_design sort

set clk_period 1.0
set clk_io_pct 0.2

create_clock -name clk0 -period $clk_period [get_ports {clk}]

set non_clock_inputs [all_inputs -no_clocks]
set_input_delay [expr $clk_period * $clk_io_pct] -clock clk0 $non_clock_inputs
set_output_delay [expr $clk_period * $clk_io_pct] -clock clk0 [all_outputs]
</file>
<file path="/design/flow/design.v">
	module sort
	(
	input   wire                clk                     ,
	input   wire                rst_n                   ,
	input   wire    [7:0]       data1                   ,
	input   wire    [7:0]       data2                   ,
	input   wire    [7:0]       data3                   ,
	output  reg     [7:0]       max_data                ,  
	output  reg     [7:0]       mid_data                ,  
	output  reg     [7:0]       min_data                   
	);
	always @(posedge clk or negedge rst_n) begin
		if(!rst_n)
			max_data <= 8'd0;
		else if(data1 >= data2 && data1 >= data3) 
			max_data <= data1;
		else if(data2 >= data1 && data2 >= data3)
			max_data <= data2;
		else if(data3 >= data1 && data3 >= data2)
			max_data <= data3;
	end
	always @(posedge clk or negedge rst_n) begin
		if(!rst_n)
			mid_data <= 8'd0;
		else if((data2 >= data1 && data1 >= data3) || (data3 >= data1 && data1 >= data2))
			mid_data <= data1;
		else if((data1 >= data2 && data2 >= data3) || (data3 >= data2 && data2 >= data1))
			mid_data <= data2;
		else if((data1 >= data3 && data3 >= data2) || (data1 >= data3 && data3 >= data2))
			mid_data <= data3;
	end
	always @(posedge clk or negedge rst_n) begin
		if(!rst_n)
			min_data <= 8'd0;
		else if(data3 >= data1 && data2 >= data1)
			min_data <= data1;
		else if(data3 >= data2 && data1 >= data2)
			min_data <= data2;
		else if(data1 >= data3 && data2 >= data3)
			min_data <= data3;
	end
	endmodule 
</file>
<file path="/design/flow/run.sh">
#!/bin/bash
# OpenROAD 26Q1-2900-gdf79404cd8, Yosys 0.63+post, stock flow scripts
make -C /OpenROAD-flow-scripts/flow DESIGN_CONFIG=/design/flow/config.mk WORK_HOME=/design/flow/orfs finish
</file>
==> results_dict.tcl <==
# collected from the flow reports
set metrics [dict create \
    synth.distinct_cells 40 \
    adder_share 0.1452 \
    rsz0062_at_grt "true" \
    cp-start-kind "input pin" \
    syn_inst 227 \
    ir_worst_vdd_uv 863.6 \
    routabilityCongestion 0.9104 \
    warnings 28 \
    lay_top_count "buf_4" \
    finalInstanceArea_um2 3921 \
    xor_area_frac 0 \
    dp_slack_ps -1781 \
    ys.flop_type "dfrtp_1" \
    antenna_cells_inserted 0 \
    synthMuxAreaShare 0.1768 \
    drt_iter0_drc 145 \
    p_per_area_nw_per_um2 1358 \
    gr-total-overflow 0 \
    die-area_um2 5639 \
    violations "negative setup slack" \
    period_minus_slack_ps 1995 \
    ys.flops 24 \
    ys_sh_aoi 0.2149 \
    postSynth.asyncResetShare 1.000 \
    register_area_um2 600.6 \
    cp-startpoint "data1[6]" \
    critPathRequiredTime_ps 1160 \
    chipHeight_um 75.10 \
    antenna_left 0 \
    place_inst 396 \
    drv_slew 0 \
    ctsHtreeMaxLevel 1 \
    slew_headroom 0.7278 \
    io_buffer_count 49 \
    row_count 26 \
    clkSlewWorstSetupHoldPaths_ps 90 \
    via_per_inst 5.473 \
    grt_pass1_wl_um 10650 \
    arrival_ps 2160 \
    mi_logic_area_um2 1993 \
    clock_path_buffers 2 \
    fp_util 0.4158 \
    tightest_slew_ps 408.3 \
    setup_viol 25 \
    insertion_delay_ps 270 \
    placed_area_um2 3167 \
    p_leak_nw 1.775 \
    ys_cells 227 \
    drive_gt1_frac 0.6936 \
    numCtsBuffers 3 \
    drc 0 \
    die-width_um 75.10 \
    yosys_area_um2 2137 \
    skew_ps 0 \
    avgRoutedWirePerCell_um 17.09 \
    avgSynthCellArea_um2 9.414 \
    synth_seq_share 0.2810 \
    min_path_type "in -> async" \
    root_buffer "clkbuf_8" \
    r2r_cells 4 \
    fillers 328 \
    layout_top_cells "buf_4 (70), buf_2 (30), dfrtp_1 (24), buf_6 (21), ha_4 (20)" \
    logic_family "AND-OR/OR-AND gates" \
    cap_violations 0 \
    wl_um 7333 \
    final_util 0.7629 \
    syn_area_um2 2137 \
    timing.final.ws_setup_ps -994.9 \
    reg2reg_from "mid_data[6]$_DFFE_PN0P_" \
    setup_tns_ps -22890 \
    ff2ff_setup_slack_ps -20 \
    syn_to_final_growth_pct 83.49 \
    stdcell_count 429 \
    ioPinCount 50 \
    crit_path_end_kind "flip-flop" \
    hold_viol 0 \
    clock_sinks 24 \
    grt_max_degree 25 \
    crit_path_max_fanout 4 \
    p_total_mw 5.325 \
    grt.total_usage 0.2562 \
    simple_gate_area_frac 0.1253 \
    criticalPathCategory "in -> reg" \
    antenna_found_initial 0 \
    coreArea_um2 5140 \
    dp_hpwl_um 4971 \
    cts_tree "built" \
    vias 2348 \
    edf_count 0 \
    max_freq_ghz 0.5013 \
    ys_warn_count 1 \
    drt-pass1-iter-count 4 \
    holdWs_ps 276.9 \
    post-route-period-util 1.995 \
    status "complete, but fails checks" \
    reg2reg_to "mid_data[6]$_DFFE_PN0P_" \
    grt_pass1_vias 2220 \
]
[worst max path at each step]
stage / endpoint / slack (ps) / cells after the start
CTS: max_data[2]$_DFFE_PN0P_ / -1060 / 11
finish: max_data[0]$_DFFE_PN0P_ / -990 / 9
global route: max_data[3]$_DFFE_PN0P_ / -1080 / 11
[repair_timing]
action,4_1_cts,5_1_grt
endpoints found under the setup margin,48,36
gates resized,202,110
setup buffers,17,14
gates cloned,0,0
pin swaps,35,39
hold buffers,0,0
[cells by family after synthesis]
group                    Yosys count
adder cells (fa/ha/maj)           25
flip-flops                        24
buffers and inverters             24
AND-OR/OR-AND                     72
multiplexers                      32
AND/OR/NAND/NOR                   50
[critical path: stages]
cell      delay, ps
buf_4           130
ha_4            260
nand4_1         220
a211o_1         380
o211ai_1        170
buf_4           230
mux2i_2         230
a21oi_1          90
mux2_4          250
[cell type report]
class                           instances  share of cell area
Inverter                               16             0.02234
Tap cell                               70             0.02234
Timing Repair Buffer                  136              0.2798
Clock buffer                            4             0.01404
Multi-Input combinational cell        179              0.5083
Sequential cell                        24              0.1532
[layer usage]
metal	up-vias	GRT usage	share of wire
li1	1130	-	-
met5	-	0	0
met1	1106	0.3623	0.44
met3	13	0.02578	0.067
met4	0	0.06080	0.016
met2	99	0.4274	0.47
[report_power, final]
group	total [mW]	switching [mW]	leakage, nW	internal [mW]
Clock	0.669	0.318	0.0288	0.352
Combinational	3.20	1.29	1.47	1.91
Sequential	1.45	0.160	0.275	1.29
[cells in the mapped netlist (2+ instances only)]
| cell type | n | area (µm²) |
|---|---|---|
| o21ai_0 | 11 | 55.05 |
| clkbuf_1 | 2 | 7.510 |
| nand4_1 | 6 | 37.54 |
| nand2_1 | 5 | 18.77 |
| nand3_1 | 8 | 40.04 |
| buf_6 | 4 | 45.04 |
| nand2b_1 | 2 | 12.51 |
| o21a_1 | 2 | 15.01 |
| and2_4 | 2 | 17.52 |
| o21ai_1 | 2 | 10.01 |
| mux2_2 | 6 | 67.56 |
| mux2_4 | 10 | 150.1 |
| or2_2 | 3 | 18.77 |
| dfrtp_1 | 24 | 600.6 |
| a211o_1 | 2 | 17.52 |
| mux2i_1 | 16 | 160.2 |
| ha_1 | 24 | 300.3 |
| and2_1 | 2 | 12.51 |
| nor3_1 | 8 | 40.04 |
| nor2_1 | 10 | 37.54 |
| o22ai_1 | 7 | 43.79 |
| a31oi_1 | 10 | 62.56 |
| nor2b_1 | 2 | 12.51 |
| inv_1 | 16 | 60.06 |
| o211ai_1 | 3 | 22.52 |
| a21oi_1 | 26 | 130.1 |
[state kept, by name, indices dropped and copies added (netlist names)]
signal    cells
mid_data      8
min_data      8
max_data      8
No activity file was given, so power comes from the tool's default toggle rates.
